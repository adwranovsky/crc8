`flow/design.v`:
```
`default_nettype none
module crc8 #(
    parameter POLYNOMIAL=8'h07
) (
    input wire clk_i,
    input wire rst_i,
    input wire [7:0] data_i,
    input wire data_valid_i,
    output wire [7:0] crc_o
);
wire [7:0] crc_xor_data, table_out;
reg [7:0] crc_save;
reg data_valid_last_cycle;
initial {data_valid_last_cycle, crc_save} = 0;
always @(posedge clk_i)
    if (rst_i)
        data_valid_last_cycle <= 0;
    else
        data_valid_last_cycle <= data_valid_i;
crc_table #(
    .POLYNOMIAL(POLYNOMIAL)
) crc_table (
    .clk_i(clk_i),
    .addr_i(crc_xor_data),
    .value_o(table_out)
);
assign crc_xor_data = crc_o ^ data_i;
always @(posedge clk_i)
    if (rst_i)
        crc_save <= 0;
    else
        if (data_valid_last_cycle)
            crc_save <= table_out;
        else
            crc_save <= crc_save;
assign crc_o = data_valid_last_cycle? table_out : crc_save;
endmodule
`default_nettype wire
`default_nettype none
module crc_table #(
    parameter POLYNOMIAL=8'h07
) (
    input wire clk_i,
    input wire [7:0] addr_i,
    output wire [7:0] value_o
);
    function [7:0] calculate_table_entry(input [7:0] table_index);
        integer bit_num, actual_polynomial, table_entry;
        begin
            actual_polynomial = {23'b0, 1'b1, POLYNOMIAL[7:0]};
            table_entry = {24'b0, table_index};
            for (bit_num = 0; bit_num < 8; bit_num = bit_num + 1) begin
                table_entry = {23'b0, table_entry[7:0], 1'b0};
                if (table_entry[8]) begin
                    table_entry = table_entry ^ actual_polynomial;
                end
            end
            calculate_table_entry = table_entry[7:0];
        end
    endfunction
    reg [7:0] rom [0:255];
    reg [7:0] rom_data_out;
    wire rom_en;
    assign rom_en = 1;
    always @(posedge clk_i) begin
        if (rom_en) begin
            rom_data_out <= rom[addr_i];
        end
    end
    assign value_o = rom_data_out;
    integer i;
    initial begin
        for (i = 0; i < 256; i = i+1) begin
            rom[i] = calculate_table_entry(i[7:0]);
        end
    end
endmodule
`default_nettype wire
```
`flow/run.sh`:
```
#!/bin/bash
# OpenROAD 26Q1-2900-gdf79404cd8, Yosys 0.63+post, stock flow scripts
make -C /OpenROAD-flow-scripts/flow DESIGN_CONFIG=/design/flow/config.mk WORK_HOME=/design/flow/orfs finish
```
`flow/config.mk`:
```
export PLATFORM = sky130hd
export DESIGN_NAME = crc8
export DESIGN_NICKNAME = crc8
export VERILOG_FILES = /design/flow/design.v
export SDC_FILE = /design/flow/constraint.sdc
export NUM_CORES = 4
export LEC_CHECK = 1
export CORE_AREA = 10 10 81 81
export DIE_AREA = 0 0 91 91
```
`flow/constraint.sdc`:
```
current_design crc8

set clk_period 2.4
set clk_io_pct 0.2

create_clock -name clk0 -period $clk_period [get_ports {clk_i}]

set non_clock_inputs [all_inputs -no_clocks]
set_input_delay [expr $clk_period * $clk_io_pct] -clock clk0 $non_clock_inputs
set_output_delay [expr $clk_period * $clk_io_pct] -clock clk0 [all_outputs]
```
==> ci_impl_report.md <==
### Yosys + OpenROAD results

| Metric | Value |
|---|---|
| Worst setup EP type | output port |
| Die width | 91 um |
| Layout area overhead | 40.4% |
| Top cells, area | dfxtp_1 46%, xnor2_1 19%, mux2i_2 13%, xnor2_2 6.5%, inv_1 4.0% |
| Worst path arrival time | 1750 ps |
| GR Util met2 | 0.0495 |
| Crit-path slowest cell | dfxtp_1 |
| YS chip area | 747 sq um |
| Final WL | 1440 um |
| Initial DRC Count | 18 |
| Die Height | 91 um |
| Vias | 460 |
| Clock sink count | 17 |
| CTS tree | built |
| Hold Vio Cnt, Final | 0 |
| Synth area leader | dfxtp_1 |
| Crit-path max FO | 5 |
| Post-route ant nets | 0 |
| CTS Hold Bufs | 0 |
| Dpl cells | 149 |
| Setup violations, final | 0 |
| OpenROAD warnings | 25 |
| Number of max-cap violations | 0 |
| Mapped Cells | 65 |
| Ant. Diodes | 0 |
| Number of I/O pins | 19 |
| Comb power frac | 0.411 |
| Slew Limit Headroom | 0.745 |
| Layout cells sized above 1 | 0.174 |
| Setup repair bufs after CTS | 0 |
| Switch Pwr | 307 uW |
| Fmax | 0.448 GHz |
| Unique cell types | 11 |
| Status | finished clean |
| Post-synth seq share | 0.456 |
| Met3 Resource Use GR | 0.0290 |
| RSZ-0062 raised after global routing | false |
| Drt drc | 0 |
| Gr usage total | 0.0369 |
| Worst path bufs/invs | 3 |
| Area share of the largest cell type after synthesis | 0.456 |
| Grt ovf | 0 |
| Die ar. | 0.00828 sq mm |
| Crit-path cells | buf_4 > mux2i_2 > inv_1 > clkdlybuf4s50_1 |
| Input/output buffers | 18 |
| Floorplan core density | 0.155 |
| First-pass GRT wire length | 2450 um |
| Vias in the first global route | 503 |
| P_int | 758 uW |
| Final period utilization | 0.931 |
| Leakage | 0.000416 uW |
| First-pass iteration count of the detailed router | 2 |
| Actual slew at the worst max-slew pin | 382 ps |
| Setup TNS Final | 0 ps |
| Mapped Area | 747 sq um |
| Startpoint types | flip-flop |
| Fillers | 541 |
| Core box area | 0.00482 sq mm |
| Fin cells | 153 |
| Synth flops | 17 |
| Slew Viols, Final | 0 |
| Clk root buf | clkbuf_8 |
| Cell family with most CP delay | buffers and inverters |
| Syn_area_per_cell | 11.5 sq um |
| Ys cells | 65 |
| Switching Share | 0.289 |
| Worst Hold Class | flip-flop to flip-flop |
| CTS Buffer Depth | 2 |
| WS Path Type | flip-flop to output port |
| H-tree depth | 1 |
| Minimum clock period | 2230 ps |
| Worst Path Required | 1920 ps |
| Cts repair resizes | 0 |
| Final GP Congestion | 0.767 |
| Pwr Density | 1020 mW/mm^2 |
| CTS clk-pin slew, worst paths | 60 ps |
| Top Usage Layer GRT | met2 |
| Clock share of power | 0.190 |
| Reg power frac | 0.399 |
| Slowest Stage Delay on Critical Path | 480 ps |
| Latency at later pin | 240 ps |
| Wire length per cell | 9.40 um |
| Grt met1 use | 0.0468 |
| # rows | 25 |
| Number of buffers created by CTS | 3 |
| Initial antenna violation count | 0 |
| Via density | 3.01 |
| Largest net degree at the start of global routing | 10 |
| Yosys warning total | 2 |
| Worst clock skew | 1.49 ps |
| IR Drop Worst-Case VDD | 0.262 mV |
layout make-up:
cell class | instances | area (sq um) | share of cell area
multi-input combinational | 38 | 362 | 0.345
sequential | 17 | 340 | 0.325
timing repair buffer | 19 | 188 | 0.179
tap | 67 | 83.8 | 0.0800
clock buffer | 4 | 45.0 | 0.0430
inverter | 8 | 30.0 | 0.0286
cells in the final DEF (no fill, tap or decap):
cell             Yosys  routed
clkbuf_8             0       3
xor2_1               2       2
mux2i_2              7       7
dfxtp_1             17      17
nor2_1               8       8
nor2b_1              1       1
clkdlybuf4s50_1      0      18
buf_4                0       1
clkbuf_1             1       1
mux2i_4              1       1
xnor2_2              3       3
xnor2_1             16      16
inv_1                8       8
stage by stage:
step	hold slack [ps]	util	total power [uW]	area [sq um]	setup slack, ps
final	521	0.218	1070	1050	166
after global placement	499	0.208	868	1000	409
after detailed placement	511	0.208	877	1000	400
after global routing	565	0.218	1150	1050	40.5
after floorplan	487	-	739	747	1040
after CTS	531	0.218	1080	1050	135
path summary, 6_finish.rpt:
| check | start | to | slack, ps | cells past startpoint |
|---|---|---|---|---|
| max | data_valid_last_cycle | crc_o[0] | 170 | 4 |
| min | crc_table.rom_data_out[3] | crc_save[3] | 520 | 2 |
| max reg2reg | data_valid_last_cycle | crc_table.rom_data_out[5] | 660 | 5 |
| min reg2reg | crc_table.rom_data_out[3] | crc_save[3] | 520 | 2 |
flip-flops by register name, summed over array words and instances (netlist names):
| register | cells |
|---|---|
| crc_table.rom_data_out | 8 |
| crc_save | 8 |
| data_valid_last_cycle | 1 |
logic make-up (layout without fill, tap and decap cells):
logic type / after synthesis / after routing / share of synthesized area
XOR/XNOR: 21 / 21 / 0.276
buffers and inverters: 10 / 31 / 0.0603
flip-flops: 17 / 17 / 0.456
multiplexers: 8 / 8 / 0.159
AND/OR/NAND/NOR: 9 / 9 / 0.0486
synthesized netlist by cell type (all sizes together):
cell type	n
buf	1
clkbuf	1
dfxtp	17
inv	8
mux2i	8
nor2	8
nor2b	1
xnor2	19
xor2	2
power groups by stage:
stage | clock network, uW | registers (uW) | logic [uW]
final | 202 | 425 | 438
after global routing | 222 | 433 | 493
after CTS | 209 | 426 | 448
worst register-to-register path, delay by kind of cell (launching register included):
kind      cells  cell delay [ps]
buf+inv       1              240
mux           1              300
flops         1              480
xor+xnor      3              610
metal layers:
layer  wire [um]  part of all wire  vias up
li1            -                 -      238
met1         653              0.45      204
met2         573              0.40       16
met3         201              0.14        2
met4          10            0.0070        0
met5           0                 0        -
Power and IR drop assume default switching activity.
